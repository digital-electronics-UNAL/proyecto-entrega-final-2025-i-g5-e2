$ cat design/flow/design.v
module escalado_pa_union_pwm (
    input [8:0] in,
    output reg [7:0] out
);
always @(*) begin 
    if (in < 8) begin
        out <= 0;
    end else if (in > 94) begin
        out <= 0;
    end else if (in == 8) begin
        out <= 255 ;
    end else if (in == 9) begin
        out <= 255;
    end else begin
        out <= (95 - in)*3;
    end
end
endmodule
$ cat design/flow/constraint.sdc
current_design escalado_pa_union_pwm

set clk_period 2.2
set clk_io_pct 0.2

create_clock -name clk0 -period $clk_period

set non_clock_inputs [all_inputs -no_clocks]
set_input_delay [expr $clk_period * $clk_io_pct] -clock clk0 $non_clock_inputs
set_output_delay [expr $clk_period * $clk_io_pct] -clock clk0 [all_outputs]
$ cat design/flow/config.mk
export PLATFORM = sky130hd
export DESIGN_NAME = escalado_pa_union_pwm
export DESIGN_NICKNAME = escalado_pa_union_pwm
export VERILOG_FILES = /design/flow/design.v
export SDC_FILE = /design/flow/constraint.sdc
export NUM_CORES = 4
export LEC_CHECK = 1
export CORE_AREA = 10 10 70 70
export DIE_AREA = 0 0 80 80
$ cat design/flow/run.sh
#!/bin/bash
# OpenROAD 26Q1-2900-gdf79404cd8, Yosys 0.63+post, stock flow scripts
make -C /OpenROAD-flow-scripts/flow DESIGN_CONFIG=/design/flow/config.mk WORK_HOME=/design/flow/orfs finish
==> results.sh <==
# physical design summary
export IMPL_initialDrtViolationCount=7
export IMPL_floorplan_die_width_um=80
export IMPL_worst_slack_ns=-0.2488
export IMPL_hold_viol=0
export IMPL_critPathCaptureType="output port"
export IMPL_crit_path_max_incr_delay_ns=0.34
export IMPL_detail_route_wl_per_cell_um=10.89
export IMPL_setup_repair_after_global_routing_missed_its_margin="yes"
export IMPL_layout_core_utilization=0.3568
export IMPL_top_level_ports=17
export IMPL_totalWireLength_um=1742
export IMPL_synth_yosys_chip_area_um2=519.2
export IMPL_critical_path_required_ns=1.76
export IMPL_critPathMostFrequentCell="sky130_fd_sc_hd__ha_4"
export IMPL_instance_count_after_placement_with_tap_cells_included=148
export IMPL_crit_type="input pin to output port"
export IMPL_tightest_slew_ns=0.2563
export IMPL_crit_path_max_fanout=4
export IMPL_cp_cell_sequence="buf_8 -> clkinvlp_4 -> ha_4 -> xnor2_4 -> ha_4 -> and4_1 -> or3_1 -> a31oi_1 -> buf_2"
export IMPL_num_antenna_cells=0
export IMPL_dp_hpwl_um=1230
export IMPL_grt_remaining_overflow=0
export IMPL_design_power_total_uw=252.0
export IMPL_dr_total_vias=617
export IMPL_seqCellArea_um2=0
export IMPL_layout_top_cells="sky130_fd_sc_hd__buf_4, sky130_fd_sc_hd__ha_4, sky130_fd_sc_hd__ha_1, sky130_fd_sc_hd__buf_2, sky130_fd_sc_hd__buf_6"
export IMPL_final_layout_size_suffix_gt1_frac=0.7193
export IMPL_wire_length_of_the_first_global_routing_pass_um=2939
export IMPL_cp_start_kind="input pin"
export IMPL_met3_length_um=66
export IMPL_netlist_area_um2=519.2
export IMPL_drt_pass1_iterations=4
export IMPL_yosys_stat_seqShare=0
export IMPL_layout_min_cycle_time_ns=2.449
export IMPL_die_height_um=80
export IMPL_fp_util=0.1520
export IMPL_syn2layout_area_growth_pct=134.7
export IMPL_groute_usage_overall=0.05412
export IMPL_buffer_ports_inserted=17
export IMPL_synth_stat_cells=62
export IMPL_drt_met1_wl_um=836
export IMPL_static_leakage_power_nw=0.5732
export IMPL_pwr_density_cell_nw_per_um2=206.8
export IMPL_min_period_over_period=1.113
export IMPL_topRoutingLayerUsed="met3"
export IMPL_layoutNonFillerInstCount=160
export IMPL_synthDistinctLibCells=21
export IMPL_final_common_cell="sky130_fd_sc_hd__buf_4"
export IMPL_numSequentialCells=0
export IMPL_timing_critical_path_slowest_stage_cell="sky130_fd_sc_hd__or3_1"
export IMPL_cp_data_arrival_time_ns=2.01
export IMPL_route_detailed_drc=0
export IMPL_met2_wl_um=839
export IMPL_floorplan_core_area_um2=3416
export IMPL_relSlewSlack=0.8284
export IMPL_globalplace_congestion=0.8072
export IMPL_fill_cell_count=341
export IMPL_post_drt_via_cell_ratio=3.856
export IMPL_setup_total_negative_slack_ns=-0.7295
export IMPL_drv_max_cap_violation_count=0
export IMPL_chip_area_um2=6400
export IMPL_clock_buffer_count=0
export IMPL_final_max_slew_viol_count=0
export IMPL_rows=21
export IMPL_antenna_left=0
export IMPL_post_synth_cell_area_avg_um2=8.375
export IMPL_worst_hold_path_type="input pin to output port"
export IMPL_maxClockFrequency_mhz=408.4
export IMPL_peakVddDrop_v=0.00005222
export IMPL_violations="setup timing"
export IMPL_total_number_of_warnings_across_the_stage_logs=42
export IMPL_yosys_warns=1
export IMPL_setup_violations=4
export IMPL_first_global_vias=678
export IMPL_largest_net_degree_at_the_start_of_global_routing=8
export IMPL_result_of_the_run="complete, but fails checks"
export IMPL_number_of_antenna_violations_at_the_first_check_in_global_routing=0
export IMPL_synth_cells=62
worst max-delay path: cells and delay by family:
kind	cells	cell delay, ns
and+or+nand+nor	2	0.53
AOI/OAI and AO/OA	1	0.12
adders and majority gates	2	0.52
buffers and inverters	3	0.28
xor gates and xnor gates	1	0.12
logic make-up after synthesis:
family / count (synthesis) / synth area share
adders and majority gates: 19 / 0.4723
and+or+nand+nor: 9 / 0.1301
buffers and inverters: 13 / 0.09398
AOI/OAI and AO/OA: 17 / 0.2361
xor gates and xnor gates: 4 / 0.06748
per-layer routing:
metal	global-route usage	vias up
li1	-	326
met1	0.07219	283
met2	0.09390	8
met3	0.009091	0
met4	0	0
met5	0	-
repair_timing:
item	CTS	global route
resized	99	7
hold buffers	0	0
endpoints found under the setup margin	8	8
pin swaps	25	13
setup buffers	11	3
layout make-up:
| type | count | area [um2] | share of cell area |
|---|---|---|---|
| Inverter | 13 | 75.07 | 0.06160 |
| Timing Repair Buffer | 52 | 434.2 | 0.3563 |
| Tap cell | 46 | 57.56 | 0.04723 |
| Multi-Input combinational cell | 49 | 651.9 | 0.5349 |
synthesized netlist by cell type:
library cell / number / area (um2)
sky130_fd_sc_hd__a211oi_1: 1 / 7.510
sky130_fd_sc_hd__a211oi_2: 1 / 12.51
sky130_fd_sc_hd__a21o_1: 3 / 22.52
sky130_fd_sc_hd__a21oi_1: 7 / 35.03
sky130_fd_sc_hd__a31oi_1: 1 / 6.260
sky130_fd_sc_hd__and2_1: 1 / 6.260
sky130_fd_sc_hd__and4_1: 1 / 8.760
sky130_fd_sc_hd__and4bb_1: 2 / 25.02
sky130_fd_sc_hd__fa_1: 1 / 20.02
sky130_fd_sc_hd__ha_1: 18 / 225.2
sky130_fd_sc_hd__inv_1: 13 / 48.80
sky130_fd_sc_hd__nand2_1: 1 / 3.750
sky130_fd_sc_hd__nand2b_1: 1 / 6.260
sky130_fd_sc_hd__nand3_1: 1 / 5.000
sky130_fd_sc_hd__nor2b_1: 1 / 6.260
sky130_fd_sc_hd__o211ai_1: 1 / 7.510
sky130_fd_sc_hd__o211ai_4: 1 / 21.27
sky130_fd_sc_hd__o21ai_0: 2 / 10.01
sky130_fd_sc_hd__or3_1: 1 / 6.260
sky130_fd_sc_hd__xnor2_1: 1 / 8.760
sky130_fd_sc_hd__xor2_1: 3 / 26.28
report_power, final:
group	leakage, nW	total (mW)	internal [mW]	switching, mW
combinational	0.573	0.252	0.150	0.102
sequential	0	0	0	0
clock	0	0	0	0
worst paths after layout:
path	slack, ns	cells past startpoint	to	from
hold / removal	1.23	4	out[0]	in[0]
setup / recovery	-0.25	9	out[7]	in[6]
stage by stage:
step | instance area (um2) | worst slack (ns) | hold slack, ns
5_1_grt | 1219 | -0.3598 | 1.248
2_1_floorplan | 595.6 | -0.05191 | 0.9031
3_5_place_dp | 996.0 | -1.213 | 1.934
3_3_place_gp | 996.0 | -1.184 | 1.946
4_1_cts | 1185 | -0.3381 | 1.306
6_report | 1219 | -0.2488 | 1.226
Power is estimated from default activity; no workload was simulated.
