===== design.v =====
module hc_sr04_mm #(parameter COUNT_MAX = 50  )
	 (
    input clk,
    input Echo,
    input rst,
    output reg Trigger,
    output reg [8:0] distancia_cm, 
    output reg valid
);
    reg [5:0] counter = 0;
    reg micro = 0;
    always @(posedge clk) begin
        if (counter == COUNT_MAX - 1) begin
            counter <= 0;
            micro <= ~micro;
        end else counter <= counter + 1;
    end
    reg echo_d1 = 0, echo_d2 = 0;
    wire echo_rise = echo_d1 & ~echo_d2;
    wire echo_fall = ~echo_d1 & echo_d2;
    always @(posedge micro) begin
        echo_d2 <= echo_d1;
        echo_d1 <= Echo;
    end
    localparam IDLE        = 3'd0;
    localparam TRIGGER     = 3'd1;
    localparam WAIT_ECHO   = 3'd2;
    localparam COUNT_ECHO  = 3'd3;
    localparam COOLDOWN    = 3'd4;
    reg [2:0] state = IDLE;
    reg [3:0] trigger_count = 0;
    reg [14:0] Tiemp = 0;
    reg [15:0] cooldown_counter = 0;
    always @(posedge micro) begin
        if (rst == 0) begin
            state            <= IDLE;
            Trigger          <= 0;
            trigger_count    <= 0;
            Tiemp            <= 0;
            cooldown_counter <= 0;
            distancia_cm     <= 0;
            valid            <= 0;
        end else begin
            case (state)
                IDLE: begin
                    Trigger <= 0;
                    valid   <= 0;
                    Tiemp   <= 0;
                    state   <= TRIGGER;
                end
                TRIGGER: begin
                    Trigger <= 1;
                    trigger_count <= trigger_count + 1;
                    if (trigger_count >= 10) begin
                        Trigger <= 0;
                        trigger_count <= 0;
                        state <= WAIT_ECHO;
                    end
                end
                WAIT_ECHO: if (echo_rise) begin
                    Tiemp <= 0;
                    state <= COUNT_ECHO;
                end
                COUNT_ECHO: begin
                    if (echo_fall == 0) begin
                        Tiemp <= Tiemp + 1;
                    end else begin
                        if (Tiemp >= 116 && Tiemp <= 23200) begin
                            if ((Tiemp /29) > 100)
                                distancia_cm <= 100;
                            else
                                distancia_cm <= Tiemp / 29;
                            valid <= 1;
                        end else begin
                            distancia_cm <= 0;
                            valid <= 0;
                        end
                        cooldown_counter <= 0;
                        state <= COOLDOWN;
                    end
                end
                COOLDOWN: begin
                    cooldown_counter <= cooldown_counter + 1;
                    if (cooldown_counter >= 60000) begin
                        cooldown_counter <= 0;
                        state <= IDLE;
                    end
                end
                default: state <= IDLE;
            endcase
        end
    end
endmodule

===== run.sh =====
#!/bin/bash
# OpenROAD 26Q1-2900-gdf79404cd8, Yosys 0.63+post, stock flow scripts
make -C /OpenROAD-flow-scripts/flow DESIGN_CONFIG=/design/flow/config.mk WORK_HOME=/design/flow/orfs finish

===== config.mk =====
export PLATFORM = sky130hd
export DESIGN_NAME = hc_sr04_mm
export DESIGN_NICKNAME = hc_sr04_mm
export VERILOG_FILES = /design/flow/design.v
export SDC_FILE = /design/flow/constraint.sdc
export NUM_CORES = 4
export LEC_CHECK = 1
export CORE_UTILIZATION = 50

===== constraint.sdc =====
current_design hc_sr04_mm

set clk_period 2.0
set clk_io_pct 0.2

create_clock -name clk0 -period $clk_period [get_ports {clk}]

set non_clock_inputs [all_inputs -no_clocks]
set_input_delay [expr $clk_period * $clk_io_pct] -clock clk0 $non_clock_inputs
set_output_delay [expr $clk_period * $clk_io_pct] -clock clk0 [all_outputs]

==> metrics.cfg <==
[status]
run_status=finished, final reports clean

[sta]
setup_repair_after_global_routing_missed_its_margin=no
finalCritPeriodShare_pct=85.3
worst_slew_pin_slew_ns=0.919
finalMaxSlewViolations=0
number_of_unconstrained_endpoints=62
unclocked_regs=51
period_minus_slack_ns=1.71
setup_tns_ns=0
hold_viol=0
max_freq_mhz=586
final.setup_skew_ns=0.00473
report.final.setup_viol=0
relSlewSlack_pct=38.0

[logic_synthesis]
synth.avg_cell_area_um2=7.58
enable_flop_cells=1
post_synth_num_cell_types=102
post_synth_instance_area_um2=5100
synthCells=673
yosysWarnings=1
ys.flop_type=sky130_fd_sc_hd__dfxtp_1
yosys_instances=673
synth.yosys.chip_area_um2=5100
synthArstFlopShare_pct=0
synth.ff_latch_count=58
synth.yosys.seq_area_share_pct=22.9

[detailed_routing]
post-route-drc-count=0
ant_nets=0
avgRoutedWirePerCell_um=14.7
route.vias.total=4816
drt_first_iter_violations=172
drt_pre_antenna_iters=4
wirelength_um=11700
vias_per_cell=6.07
antenna-diode-count=0

[setup_path]
path_class=reg -> reg
critPathRequiredTime_ns=2.11
r2r_cells=6
worstPathArrival_ns=1.82
path_max_fanout=6
critical_path_sink_type=flip-flop
critical_path.startpoint_type=flip-flop

[final_layout]
layout.area.comb_um2=3690
sequential_cell_area_um2=1170
lay_top_cells=sky130_fd_sc_hd__nor2_1 (71), sky130_fd_sc_hd__dfxtp_1 (57), sky130_fd_sc_hd__nand2_1 (56)
final.fill_count=974
layout.core_utilization_pct=54.2
layout_cells_sized_above_1_pct=7.73
highest_count_logic_cell_in_the_final_layout=sky130_fd_sc_hd__nor2_1
finalInstanceArea_um2=5320
synthToLayoutAreaGrowth_pct=4.22

[global_routing]
grt_pass1_vias=4209
grt_overflow=0
wire_length_of_the_first_global_routing_pass_um=19900
grt_max_degree=52
antenna_violations_before_repair=0
global_route_usage_sum_pct=23.5

[placed_design]
port_buffers=13
dpl_cell_area_um2=5270
dp_hpwl_um=8890
routabilityCongestion=0.873

[worst_hold_path]
worst_hold_path_type=reg -> reg
hold-path-cell-count=1

[cts]
cts_setup_buffers=0
clk_latency_ns=0.22
cts_hold_repair.buffers=0
cts_tree=yes
max-clock-path-buffers=2
clk_pin_slew_ns=0.04
cts_resized=0
cts_root_buffer=sky130_fd_sc_hd__clkbuf_8
cts.htree.levels=1
cts_buffers=3

[die]
num_rows=36
floorplan.die.height_um=103
fp.dieArea_um2=10600
floorplan.io_pins=14
floorplan.core_area_um2=9820
chipWidth_um=103
initial_utilization_pct=52.0

[power]
power_density_nw_per_um2=67.8
p_leak_nw=1.76
vdd.ir_drop.worst_v=0.000501

[run]
drv.max_cap_violation_count=0
openroad.warnings=33

registers in the layout, indices dropped and copies added, names as in the netlist:
| register | cells |
|---|---|
| cooldown_counter | 16 |
| Tiemp | 15 |
| distancia_cm | 9 |
| counter | 6 |
| trigger_count | 4 |
| state | 3 |
| Trigger | 1 |
| echo_d1 | 1 |
| echo_d2 | 1 |
| micro | 1 |
| valid | 1 |
Yosys cell counts (all sizes together), types with 4 or more instances:
library cell	instances	area, µm²
a21boi	8	63.8
a2111oi	8	77.6
nor3b	4	30.0
o211a	5	50.1
inv	23	86.3
o22ai	10	68.8
and2	14	87.6
ha	12	150
or2	7	43.8
o21a	8	60.1
o311ai	5	58.8
xor2	7	61.3
a21oi	37	196
a211oi	9	95.1
or4	4	33.8
xnor2	25	226
nor4	4	25.0
mux2i	8	92.6
a31oi	6	37.5
maj3	4	41.3
nor2b	11	68.8
clkbuf	22	83.8
o211ai	11	87.6
nand3	27	148
a21o	9	67.6
o21ai	48	244
dfxtp	57	1140
o32ai	4	42.6
and3	10	62.6
nand4	10	62.6
nor2	73	284
buf	11	65.1
nand2b	12	75.1
or3	15	93.8
nand2	57	216
a311oi	7	91.3
o31ai	8	78.8
nor3	30	176
power breakdown:
part | switching, mW | internal, mW
combinational | 0.0139 | 0.00860
clock | 0.0571 | 0.138
sequential | 0 | 0.143
routing by layer:
metal / GRT usage (%) / share of wire (%)
met1: 37.7 / 52
met2: 37.0 / 45
met3: 1.10 / 2.5
met4: 1.73 / 0.60
met5: 0 / 0
final cells by class:
cell class,count,share of cell area [%]
Inverter,24,1.69
Timing Repair Buffer,16,2.87
Multi-Input combinational cell,558,69.4
Tap cell,133,3.13
Sequential cell,58,22.0
Clock buffer,4,0.847
metrics by stage:
stage	hold WS, ns	total power [mW]	worst slack, ns	cells
finish	0.465	0.361	0.293	793
global route	0.491	0.381	0.166	793
CTS	0.467	0.364	0.291	793
detailed placement	0.457	0.169	0.317	789
global placement	0.448	0.168	0.429	789
floorplan	0.432	0.160	0.587	673
critical path, stage by stage, from the launching register on:
cell,delay (ns)
sky130_fd_sc_hd__dfxtp_1,0.37
sky130_fd_sc_hd__ha_1,0.18
sky130_fd_sc_hd__nand3_1,0.08
sky130_fd_sc_hd__nor3b_1,0.60
sky130_fd_sc_hd__o21ai_0,0.19
sky130_fd_sc_hd__nand2_1,0.10
sky130_fd_sc_hd__o21ai_0,0.07
worst paths after layout:
path / start / slack, ns / endpoint
hold reg to reg: counter[0] / 0.47 / counter[0]
setup / recovery: counter[0] / 0.29 / counter[5]
hold / removal: counter[0] / 0.47 / counter[0]
setup reg to reg: counter[0] / 0.29 / counter[5]
kinds of logic (layout without fill, tap and decap cells):
group / count (synthesis) / count (layout) / share of synthesized area, %
muxes: 11 / 11 / 2.55
buffers and inverters: 57 / 44 / 4.68
and+or+nand+nor: 284 / 284 / 28.6
AOI/OAI and AO/OA: 215 / 215 / 31.8
adders and majority gates: 16 / 16 / 3.75
DFF: 58 / 58 / 22.9
xor gates and xnor gates: 32 / 32 / 5.64
No activity file was given, so power comes from the tool's default toggle rates.
