===== /design/flow/constraint.sdc =====
current_design display

set clk_period 4.8
set clk_io_pct 0.2

create_clock -name clk0 -period $clk_period [get_ports {clk}]

set non_clock_inputs [all_inputs -no_clocks]
set_input_delay [expr $clk_period * $clk_io_pct] -clock clk0 $non_clock_inputs
set_output_delay [expr $clk_period * $clk_io_pct] -clock clk0 [all_outputs]

===== /design/flow/design.v =====
module bcd_to_7seg (BCD, SSeg);
  input [3:0] BCD;
  output reg [6:0] SSeg;
always @ ( * ) begin
  case (BCD)
   4'b0000: SSeg = 7'b0000001;  
	4'b0001: SSeg = 7'b1001111;  
	4'b0010: SSeg = 7'b0010010;  
	4'b0011: SSeg = 7'b0000110;  
	4'b0100: SSeg = 7'b1001100;  
	4'b0101: SSeg = 7'b0100100;  
	4'b0110: SSeg = 7'b0100000;  
	4'b0111: SSeg = 7'b0001111;  
	4'b1000: SSeg = 7'b0000000;  
	4'b1001: SSeg = 7'b0000100;  
   4'ha: SSeg = 7'b0001000;  
   4'hb: SSeg = 7'b1100000;
   4'hc: SSeg = 7'b0110001;
   4'hd: SSeg = 7'b1000010;
   4'he: SSeg = 7'b0110000;
   4'hf: SSeg = 7'b0111000;
    default:
    SSeg = 0;
  endcase
end
endmodule
`timescale 1ns / 1ps
module display (
    input [7:0] num,
    input clk,
    input rst,
    output reg [3:0] an,
    output [6:0] sseg,
    output led
);
reg [3:0] bcd;
bcd_to_7seg bcdtosseg (
    .BCD(bcd),
    .SSeg(sseg)
);
reg [3:0] digit_0, digit_1, digit_2;
reg [26:0] cfreq;
assign led = cfreq[16];
wire enable = cfreq[16];
always @(posedge clk) begin
    if (rst == 0)
        cfreq <= 0;
    else
        cfreq <= cfreq + 1'b1;
end
reg [1:0] count;
always @(posedge enable) begin
    digit_2 = (num / 100) % 10;
    digit_1 = (num / 10) % 10;
    digit_0 = num % 10;
    if (!rst) begin
        count <= 0;
        an <= 3'b111;
    end else begin
        case (count)
            3'd0: begin bcd <= digit_0; an <= 3'b110; end
            3'd1: begin bcd <= digit_1; an <= 3'b101; end
            3'd2: begin bcd <= digit_2; an <= 3'b011; end
            default: begin bcd <= 3'd3; an <= 3'b111; end
        endcase
        if (count == 2'd3)
            count <= 0;
        else
            count <= count + 1;
    end
end
endmodule

===== /design/flow/run.sh =====
#!/bin/bash
# OpenROAD 26Q1-2900-gdf79404cd8, Yosys 0.63+post, stock flow scripts
make -C /OpenROAD-flow-scripts/flow DESIGN_CONFIG=/design/flow/config.mk WORK_HOME=/design/flow/orfs finish

===== /design/flow/config.mk =====
export PLATFORM = sky130hd
export DESIGN_NAME = display
export DESIGN_NICKNAME = display
export VERILOG_FILES = /design/flow/design.v
export SDC_FILE = /design/flow/constraint.sdc
export NUM_CORES = 4
export LEC_CHECK = 1
export CORE_UTILIZATION = 40

==> results.json <==
{
  "top_cells_by_area": "dfxtp_1 14%, ha_1 8.6%, xnor2_1 5.6%",
  "initCoreUtil": 0.412,
  "postLayoutCellArea_um2": 4540,
  "drc": 0,
  "required_ns": 3.84,
  "cp_max_fo": 18,
  "die_x_um": 105,
  "grt_pass1_vias": 3662,
  "h-tree-depth": 1,
  "first_iter_violations": 264,
  "clk_latency_ns": 0.25,
  "die_h_um": 105,
  "synth_cell_types": 84,
  "async_reset_ff_frac": 0,
  "syn-cell-area_um2": 4240,
  "seqPwrFrac": 0.197,
  "ys.flops": 33,
  "vias": 4001,
  "max_stage_delay_ns": 0.66,
  "fin_crit_ns": 2.43,
  "syn_inst": 567,
  "yosys_warnings": 2,
  "place_hpwl_mm": 7.52,
  "cp_cell_sequence": "clkdlybuf4s50_1",
  "rsz0062_at_grt": "false",
  "placed_cell_area_um2": 4490,
  "cp.arrival_ns": 1.47,
  "fin_hold_ws_ns": 0.449,
  "wl_per_cell_um": 14.2,
  "p_per_area_nw_per_um2": 169,
  "numCtsBuffers": 3,
  "area.sequential_um2": 701,
  "fillers": 1028,
  "unclocked_regs": 16,
  "ant_nets": 0,
  "edf_count": 4,
  "tritoncts": "built",
  "netlist.area_leader.share": 0.137,
  "grt_pass1_wl_mm": 17.5,
  "fin_tns_setup_ns": 0,
  "ir_worst_vdd_v": 0.000113,
  "grt_overflow": 0,
  "synth_stat.cells": 567,
  "leakage_nw": 1.80,
  "ff_type": "dfxtp_1",
  "critical_path_class": "flop to output pin",
  "wl_mm": 9.91,
  "first_pass_iters": 4,
  "untimed_endpoints": 30,
  "swShare": 0.454,
  "core_area_um2": 10300,
  "antenna_found_initial": 0,
  "worst_pin_slew_ns": 0.802,
  "end_kind": "output pin",
  "cts_hold_buffers": 0,
  "gp_congestion": 0.911,
  "fmax_ghz": 0.411,
  "grt.total_usage": 0.189,
  "yosys.area.top_type": "dfxtp_1",
  "p_int_w": 0.000418,
  "tool_warnings": 35,
  "final-setup-viol-count": 0,
  "cts.repair.resized": 0,
  "comb_area_um2": 3280,
  "cts-root-buf": "clkbuf_8",
  "rows": 37,
  "avgSynthCellArea_um2": 7.47,
  "fin_crit_sh": 0.507,
  "path_buffers": 1,
  "num_antenna_cells": 0,
  "grt_max_degree": 35,
  "critPathTopFamily": "flip-flops",
  "cts_buffer_depth": 2,
  "dieArea_um2": 11000,
  "crit_slowest_cell": "dfxtp_1",
  "drive_gt1_frac": 0.0638,
  "drv_cap": 0,
  "clkTransAtPathRegs_ns": 0.06,
  "outcome": "complete, no violations",
  "via_per_inst": 5.72,
  "clock_skew_ns": 0.00351,
  "synth_seq_share": 0.165,
  "hold_violations": 0,
  "p_clk_frac": 0.134,
  "final-max-slew-violation-count": 0,
  "hp-class": "flop to flop",
  "port_buffers": 20,
  "combPwrFrac": 0.670,
  "yosysChipArea_um2": 4240,
  "boundaryPins": 22,
  "syn2layout_area_growth_pct": 7.12,
  "slew_headroom": 0.459,
  "start_kind": "flop",
  "postCtsSetupBuffers": 0,
  "netSwitchingPower_w": 0.000348
}
==> logic make-up (layout without fill, tap and decap cells) <==
family,after synthesis,in the layout,share of synthesized area
DFF,33,33,0.165
muxes,13,13,0.0310
and+or+nand+nor,219,219,0.275
AOI/OAI and AO/OA,179,179,0.309
adders and majority gates,29,29,0.0856
xor gates and xnor gates,35,35,0.0724
other,1,1,0.000885
buffers and inverters,58,55,0.0608
==> worst paths after layout <==
check | startpoint | end | slack [ns] | cells past startpoint
worst max-delay path | cfreq[16]$_SDFF_PN0_ | led | 2.37 | 1
worst min-delay path | cfreq[0]$_SDFF_PN0_ | cfreq[0]$_SDFF_PN0_ | 0.45 | 1
worst max register to register | cfreq[3]$_SDFF_PN0_ | cfreq[16]$_SDFF_PN0_ | 2.93 | 7
worst min register to register | cfreq[0]$_SDFF_PN0_ | cfreq[0]$_SDFF_PN0_ | 0.45 | 1
==> area by class of cell <==
cell class | instances | share of cell area
Multi-Input combinational cell | 476 | 0.722
Timing Repair Buffer | 27 | 0.0557
Tap cell | 136 | 0.0375
Clock buffer | 3 | 0.00910
Clock inverter | 1 | 0.00110
Inverter | 24 | 0.0199
Sequential cell | 33 | 0.154
==> flip-flops by register name, indices dropped and copies added, names as in the netlist <==
signal  cells
count       2
an          3
bcd         4
cfreq      17
sseg        7
==> layer usage <==
| layer | track usage | vias to the layer above | part of all wire |
|---|---|---|---|
| met5 | 0 | - | 0 |
| met4 | 0.0101 | 0 | 0 |
| met3 | 0.0102 | 0 | 0.040 |
| met2 | 0.292 | 82 | 0.43 |
| met1 | 0.307 | 1812 | 0.53 |
| li1 | - | 2107 | - |
==> cells in the mapped netlist (4+ instances only) <==
master	n
a2111oi_0	5
a211oi_1	13
a21o_1	12
a21oi_1	35
a22oi_1	6
a31oi_1	7
and2_1	21
and4_1	4
buf_2	11
buf_4	5
clkbuf_1	17
dfxtp_1	29
edfxtp_1	4
ha_1	29
inv_1	22
mux2i_1	12
nand2_1	47
nand2b_1	7
nand3_1	17
nand4_1	9
nor2_1	48
nor2b_1	13
nor3_1	15
nor3b_1	7
nor4_1	7
o211ai_1	9
o21a_1	4
o21ai_0	23
o21ai_1	4
o22ai_1	7
o31ai_1	5
or3_1	6
xnor2_1	27
xor2_1	8
==> stage by stage <==
step	utilization	worst slack (ns)	std cells	total power (W)
2_1_floorplan	-	3.08	567	0.000572
3_3_place_gp	0.437	2.58	696	0.000657
3_5_place_dp	0.437	2.59	696	0.000661
4_1_cts	0.442	2.32	700	0.000766
5_1_grt	0.442	2.28	700	0.000844
6_report	0.442	2.37	700	0.000766
==> power groups by stage <==
stage | clock [W] | sequential [W] | combinational, W
global route | 0.000113 | 0.000151 | 0.000580
CTS | 0.000106 | 0.000151 | 0.000509
finish | 0.000102 | 0.000151 | 0.000513
==> cell usage in the layout (no fill, tap or decap), drive strengths merged, types with 7 or more instances in the layout <==
| cell | n |
|---|---|
| nand2 | 47 |
| nor2b | 14 |
| nand2b | 7 |
| nor3 | 15 |
| dfxtp | 29 |
| a211oi | 13 |
| xor2 | 8 |
| nand4 | 9 |
| buf | 7 |
| nor3b | 7 |
| inv | 23 |
| o211ai | 11 |
| nand3 | 17 |
| a31oi | 7 |
| o21ai | 30 |
| xnor2 | 27 |
| mux2i | 12 |
| and2 | 21 |
| a21oi | 38 |
| ha | 29 |
| o22ai | 8 |
| clkdlybuf4s50 | 20 |
| a21o | 12 |
| nor2 | 49 |
| nor4 | 7 |
Power and IR drop assume default switching activity.
